[./config.mk]
export PLATFORM = sky130hd
export DESIGN_NAME = btnPressCnt
export DESIGN_NICKNAME = btnPressCnt
export VERILOG_FILES = /design/flow/design.v
export SDC_FILE = /design/flow/constraint.sdc
export NUM_CORES = 4
export LEC_CHECK = 1
export CORE_AREA = 10 10 101 101
export DIE_AREA = 0 0 111 111
[./constraint.sdc]
current_design btnPressCnt

set clk_period 6.8
set clk_io_pct 0.2

create_clock -name clk0 -period $clk_period [get_ports {clk}]

set non_clock_inputs [all_inputs -no_clocks]
set_input_delay [expr $clk_period * $clk_io_pct] -clock clk0 $non_clock_inputs
set_output_delay [expr $clk_period * $clk_io_pct] -clock clk0 [all_outputs]
[./design.v]
module btnPressCnt(
	input clk,
	input reset, 
	input btn, 
	output reg [7:0] pressCnt
	);
reg [25:0] cnt; 
always @(posedge clk) begin
	if (reset) begin
		cnt <= 26'd0;
	end
	else if (btn & cnt < 26'b11111111111111111111111111) begin
		cnt <= cnt + 1;
	end
	else if (!btn) begin
		cnt <= 0;
	end
end
always @(posedge clk)
begin
    if(reset)
        pressCnt <= 0;
    else if(cnt == 50000000)
        pressCnt <= pressCnt+1;
end
endmodule
[./run.sh]
#!/bin/bash
# OpenROAD 26Q1-2900-gdf79404cd8, Yosys 0.63+post, stock flow scripts
make -C /OpenROAD-flow-scripts/flow DESIGN_CONFIG=/design/flow/config.mk WORK_HOME=/design/flow/orfs finish
==> flow_metrics.env <==
# yosys + openroad results
export IMPL_cts_hold_buf=0
export IMPL_crit_required_ns=6.98
export IMPL_cts_resized=0
export IMPL_wl_met1_mm=1.849
export IMPL_post_cts_buffers=0
export IMPL_cts_buffers=5
export IMPL_stdcell_area_sq_mm=0.002090
export IMPL_hold_viol_final=0
export IMPL_power_leakage_nw=0.6684
export IMPL_relSlewSlack_pct=64.02
export IMPL_wl_per_cell_um=11.52
export IMPL_detailroute_via_count=1538
export IMPL_hpwl_mm=2.766
export IMPL_ys_seq_share_pct=37.41
export IMPL_grt_pass1_wl_mm=6.548
export IMPL_route_met3_wl_um=155
export IMPL_tns_ns=0
export IMPL_hold_class="flip-flop to flip-flop"
export IMPL_htree_levels=2
export IMPL_r2r_setup_slack_ns=4.86
export IMPL_p_per_area_mw_per_mm2=166.9
export IMPL_coreArea_sq_mm=0.008134
export IMPL_cp_data_arrival_time_ns=2.77
export IMPL_critPathLaunch="reset"
export IMPL_hp_start="cnt[23]"
export IMPL_grt_use_total_pct=6.081
export IMPL_ant_nets=0
export IMPL_skew_ns=0.004940
export IMPL_clk_transition_reported_paths_ns=0.06
export IMPL_p_seq_share_pct=57.5
export IMPL_cap_violations=0
export IMPL_pwr_share_comb_pct=2.6
export IMPL_synth_cell_types=44
export IMPL_avgSynthCellArea_sq_um=8.384
export IMPL_status="complete, no violations"
export IMPL_dr_max_layer_used="met4"
export IMPL_antenna_diode_count=0
export IMPL_drtPass1Iterations=4
export IMPL_startpoint_type="input pin"
export IMPL_die_w_um=111
export IMPL_cts_tree="yes"
export IMPL_grt_pass1_vias=1403
export IMPL_netlist_area_sq_mm=0.001819
export IMPL_drt_initial_drc_count=47
export IMPL_row_count=33
export IMPL_postSynthCellCount=217
export IMPL_synth_edff_count=0
export IMPL_port_buffers=10
export IMPL_p_int_w=0.0002735
export IMPL_fp_util_pct=22.37
export IMPL_async_reset_ff_share_pct=0
export IMPL_layout_min_cycle_time_ns=2.595
export IMPL_antenna_found_initial=0
export IMPL_finalWirelength_mm=3.824
export IMPL_slew_viol_final=0
export IMPL_route_detailed_drc=0
export IMPL_clock_sinks=34
export IMPL_ys_warn_count=1
export IMPL_synth_flop_count=34
export IMPL_area_growth_pct=14.86
export IMPL_fmax_mhz=385.3
export IMPL_r2r_start="cnt[0]"
export IMPL_openroad_warnings=27
export IMPL_switching_share_pct=21.57
export IMPL_r2r_end="pressCnt[7]"
export IMPL_ir_drop_mv=0.05913
export IMPL_dieArea_sq_mm=0.01232
export IMPL_rsz0062_at_grt="false"
export IMPL_routabilityCongestion=0.8538
export IMPL_grt_overflow_total=0
export IMPL_root_buffer="clkbuf_8"
export IMPL_tightest_slew_ns=0.5386
export IMPL_cp_end_kind="flip-flop"
export IMPL_die_y_um=111
export IMPL_place_area_sq_mm=0.002013
export IMPL_clock_latency_ns=0.28
export IMPL_setup_viol=0
export IMPL_worstSetupPathType="input pin to flip-flop"
export IMPL_grt_max_degree=24
export IMPL_ys_flop_type="dfxtp_1"
export IMPL_ios=11
export IMPL_finalClockPeriodUsage_pct=38.17
export IMPL_holdWs_ns=0.4758
export IMPL_drive_gt1_share_pct=6.608
export IMPL_met2_wirelength_mm=1.731
export IMPL_yosys_stat_area_sq_mm=0.001819
export IMPL_clock_tree_buffer_depth=2
export IMPL_p_sw_w=0.00007522
export IMPL_yosys_cells=217
export IMPL_critPathMaxFanout=23
export IMPL_reg2regPathDepth=7
export IMPL_clkPwrFrac_pct=39.9
export IMPL_detail_route_vias_per_cell=4.633
export IMPL_worstHoldEndpoint="cnt[23]"
export IMPL_min_path_cells=2
[metal layers]
metal / GRT usage, % / up-vias
met3: 1.423 / 6
met4: 1.302 / 0
met5: 0 / -
met2: 9.709 / 27
li1: - / 795
met1: 8.161 / 710
[flip-flops by register name (all words and copies together), names as in the netlist]
signal,flops
cnt,26
pressCnt,8
[cells in the mapped netlist (4+ instances only)]
library cell	count	area share [%]
ha_1	4	2.8
and4_1	5	2.4
nor2_1	26	5.4
nand3_1	13	3.6
dfxtp_1	34	37
a21oi_1	14	3.9
nand4_1	9	3.1
nand2_1	19	3.9
inv_1	6	1.2
clkbuf_1	4	0.83
nor4_1	5	1.7
nor3_1	4	1.1
and3_1	6	2.1
xor2_1	5	2.4
xnor2_1	16	7.7
nand2b_1	4	1.4
[logic make-up after synthesis]
group,synth area share (%)
DFF,37.41
adders and majority gates,2.751
buffers and inverters,4.126
xor gates and xnor gates,10.11
and+or+nand+nor,33.29
AOI/OAI and AO/OA,10.04
muxes,2.270
[worst max-delay path: stages]
cell and delay [ns]:
clkdlybuf4s50_1 0.68, nand2b_1 0.16, buf_4 0.26, nor2_1 0.07, a31o_2 0.24
[layout make-up]
cell class	count	area [sq um]
inverter	6	22.52
timing repair buffer	12	115.1
clock buffer	7	76.32
multi-input combinational	168	1064
fill	839	6045
sequential	34	680.7
tap	105	131.4
[power groups by stage]
stage	registers (W)	clock network, W	logic, W
finish	0.000200	0.000139	0.00000914
CTS	0.000200	0.000144	0.00000923
global route	0.000200	0.000153	0.0000104
[placed cells by master, fill, tap and decap left out, types with 2 or more instances in the layout]
cell type and n:
and2_1 2, a31oi_1 2, or4_1 2, nand2b_1 4
nor2_1 26, nor4_1 5, ha_1 4, clkdlybuf4s50_1 10
dfxtp_1 34, nor2b_1 2, nand4_1 9, or3_1 3
a21oi_1 14, mux2i_1 3, clkbuf_8 5, o31ai_1 2
nor3_1 4, clkbuf_1 2, and4_1 5, xor2_1 5
and3_1 6, nand3_1 13, o2111ai_1 2, buf_4 2
xnor2_1 16, inv_1 6, nand2_1 19, o21ai_0 2
nor4b_1 2
[metrics by stage]
stage | std cells | power, W | setup slack [ns] | utilization (%)
final | 332 | 0.0003487 | 4.205 | 25.69
after global routing | 332 | 0.0003639 | 4.020 | 25.69
after CTS | 332 | 0.0003533 | 4.195 | 25.69
after detailed placement | 325 | 0.0002141 | 3.905 | 24.75
after global placement | 325 | 0.0002140 | 3.904 | 24.75
after floorplan | 217 | 0.0002107 | 4.515 | -
[worst max path at each step]
stage	to	slack, ns	cells after the start
4_1_cts	cnt[25]	4.19	5
6_report	cnt[25]	4.20	5
5_1_grt	cnt[10]	4.02	5
Power is estimated from default activity; no workload was simulated.
