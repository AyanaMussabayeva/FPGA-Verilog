## constraint.sdc

```tcl
current_design button

set clk_period 4.8
set clk_io_pct 0.2

create_clock -name clk0 -period $clk_period [get_ports {clk}]

set non_clock_inputs [all_inputs -no_clocks]
set_input_delay [expr $clk_period * $clk_io_pct] -clock clk0 $non_clock_inputs
set_output_delay [expr $clk_period * $clk_io_pct] -clock clk0 [all_outputs]
```

## run.sh

```bash
#!/bin/bash
# OpenROAD 26Q1-2900-gdf79404cd8, Yosys 0.63+post, stock flow scripts
make -C /OpenROAD-flow-scripts/flow DESIGN_CONFIG=/design/flow/config.mk WORK_HOME=/design/flow/orfs finish
```

## config.mk

```make
export PLATFORM = sky130hd
export DESIGN_NAME = button
export DESIGN_NICKNAME = button
export VERILOG_FILES = /design/flow/design.v
export SDC_FILE = /design/flow/constraint.sdc
export NUM_CORES = 4
export LEC_CHECK = 1
export CORE_UTILIZATION = 50
```

## design.v

```verilog
module button(
  input   clk,
  input   reset,
  input   button1,
  input   button2,
  input   button3,
  input   button4,
  input   cand_1,
  input   cand_2,
  input   cand_3,
  input   cand_4,
  output reg[7:0]  counter_vote
  );
reg [7:0] press_counter_1;
reg [7:0] press_counter_2;
reg [7:0] press_counter_3;
reg [7:0] press_counter_4;
reg [25:0] counter1;
reg [25:0] counter2;
reg [25:0] counter3;
reg [25:0] counter4;
always @(posedge clk)
  begin
    if(reset)
        counter1 <= 26'd0;
  else if(button1 & (counter1 < 26'h3ffffff))
        counter1 <= counter1 + 1;
  else if(!button1)
        counter1 <= 0;
end
always @(posedge clk)
begin
    if(reset)
        counter2 <= 26'd0;
  else if(button2 & (counter2 < 26'h3ffffff))
        counter2 <= counter2 + 1;
  else if(!button2)
        counter2 <= 0;
end
always @(posedge clk)
begin
    if(reset)
        counter3 <= 26'd0;
  else if(button3 & (counter3 < 26'h3ffffff))
        counter3 <= counter3 + 1;
  else if(!button3)
        counter3 <= 0;
end
always @(posedge clk)
begin
    if(reset)
        counter4 <= 26'd0;
  else if(button4 & (counter4 < 26'h3ffffff))
        counter4 <= counter4 + 1;
  else if(!button4)
        counter4 <= 0;
end     
always @(posedge clk)
begin
  if(reset) begin
    press_counter_1 <= 0;
    press_counter_2 <= 0;
    press_counter_3 <= 0;
    press_counter_4 <= 0;
  end
  else if(counter1 == 50000000)
        press_counter_1 <= press_counter_1 + 1;
  else if(counter2 == 50000000)
    press_counter_2 <= press_counter_2 + 1;
  else if(counter3 == 50000000 )
    press_counter_3 <= press_counter_3 + 1;
  else if(counter4 == 50000000)
    press_counter_4 <= press_counter_4 + 1;  
end
always @(posedge clk) begin
  if(reset)
    counter_vote <= 0;
  else if(cand_1)
    counter_vote <= press_counter_1;
  else if(cand_2)
    counter_vote <= press_counter_2;
  else if(cand_3)
    counter_vote <= press_counter_3;
  else if(cand_4)
    counter_vote <= press_counter_4;
end
endmodule
```

==> job_summary.md <==
## PnR job results

| Metric | Value |
|---|---|
| Result of the run | completed |
| Area of the core region | 0.0153 mm2 |
| Wirelength, routed | 17,400 um |
| CP Buf/Inv Count | 0 |
| Max capacitance violation total | 0 |
| Via count of the first global-routing pass | 6,273 |
| CTS Hold Bufs | 0 |
| Headroom to the max-slew limit | 0.376 |
| Top Ports | 18 |
| Delay of the slowest cell on the worst path | 0.71 ns |
| Endpoint class of the critical path | flip-flop |
| Largest net degree at the start of global routing | 50 |
| Cell area leaders | dfxtp_1, a21oi_1, xnor2_1 |
| Overflow left after global routing | 0 |
| First-pass GRT wire length | 30,500 um |
| Clk_skew | 0.00635 ns |
| Post-CTS Repair Setup Buffers | 0 |
| Sequential share of power | 0.449 |
| Number of unique standard cell types used by synthesis | 55 |
| Chip area | 0.0163 mm2 |
| Highest ir drop seen on vdd | 0.245 mV |
| Post-cts resize count | 0 |
| Prevailing post-synth register cell | dfxtp_1 |
| RSZ-0062 raised after global routing | no |
| Tightest Hold Check Type | reg -> reg |
| Post-synth design cell area | 0.00787 mm2 |
| Combinational fraction of design power | 0.023 |
| Fraction of the yosys area taken by sequential cells | 0.366 |
| Transition time at the pin with the least slew margin | 0.929 ns |
| Tot GR Track Use | 0.233 |
| Final Cycle Share | 0.544 |
| DRC violation count after routing | 0 |
| Antenna-violating nets left | 0 |
| Number of antenna violations at the first check in global routing | 0 |
| Vias after detailed routing | 7,003 |
| FF-to-FF End | press_counter_4[3]$_SDFFE_PP0P_ |
| Number of cells on the worst reg-to-reg path | 5 |
| Switching pwr | 0.535 mW |
| Row count | 45 |
| Synth-to-layout area growth | 11.2% |
| Leakage power | 2.70 nW |
| Pre-Repair DR Iteration Count | 5 |
| Average instance area after synthesis | 8.25 um2 |
| Peak fanout along the critical path | 13 |
| Max Slew Vio Count | 0 |
| Number of sinks handled by clock tree synthesis | 144 |
| Asr flop ratio synth | 0 |
| H-tree Lvls | 4 |
| Max-area cell share | 0.366 |
| Area figure in the yosys stat output | 0.00787 mm2 |
| Worst min-delay path startpoint | counter3[17]$_SDFFE_PP0P_ |
| Log Warnings | 33 |
| Mapped Cells | 954 |
| Cell with the largest stage delay on the worst path | or4b_2 |
| Y dimension of the die | 127 um |
| Post-synth tally of flip-flops with integrated enable | 0 |
| RR Startpoint | counter4[2]$_SDFFE_PP0P_ |
| CTS tree | done |
| Ys cells | 954 |
| Number of stages on the worst hold path | 2 |
| HPWL Detailed | 12,000 um |
| Cell internal pwr | 2.15 mW |
| WHS Endpoint | counter3[17]$_SDFFE_PP0P_ |
| N_diodes | 0 |
| Floorplan utilization | 0.516 |
| Crit Path Category | reg -> reg |
| Initial DRC Count | 496 |
| Layout filler cell count | 1,296 |
| Final core utilization | 0.574 |
| Worst Path Arrival | 2.95 ns |
| CP startpoint kind | flip-flop |
| Total power | 2.68 mW |
| Minimum period implied by the final worst setup slack | 2.61 ns |
| Vias/cell | 6.00 |
| CTS max path bufs | 2 |
| Cell class contributing the biggest share of worst-path delay | simple AND/OR/NAND/NOR gates |
| WL per Instance | 14.9 um |
| Synth Register Bits | 144 |
| Global placer's final weighted congestion | 0.900 |
| Port buffer count | 17 |
| Worst hold slack | 0.475 ns |
| Maximum clock frequency | 383 MHz |
| Clock tree root buffer cell | clkbuf_16 |
| Tally of yosys warning messages | 1 |
| Clock share of power | 0.528 |
| Net switching share of the total power | 0.199 |
| Pwr/cell area | 306 mW/mm2 |
| Worst reg2reg setup slack | 2.19 ns |
| Data required, critical path | 5.14 ns |
| Cell taking the most area after synthesis | dfxtp_1 |
| Cells along the critical path | or4b_2, nor3_1, o2111ai_1, or4_1, a21oi_1 |
| Insertion delay of the later-clocked pin in the worst-skew pair | 0.41 ns |
| Final Hold Fails | 0 |
| Horizontal die size | 127 um |
| Final setup violating endpoints | 0 |
| Final total negative setup slack | 0 ns |
| Number of buffers created by CTS | 17 |
| Worst-path clk slew | 0.06 ns |
| Share of cells above drive strength 1 | 0.0680 |
## state kept, by name, indices dropped and copies added, names as in the netlist
signal	flops
counter1	26
counter2	26
counter3	26
counter4	26
counter_vote	8
press_counter_1	8
press_counter_2	8
press_counter_3	8
press_counter_4	8
## worst max path at each step
stage | cells past startpoint | endpoint | slack (ns) | from
finish | 5 | press_counter_4[3]$_SDFFE_PP0P_ | 2.19 | counter4[2]$_SDFFE_PP0P_
global route | 5 | press_counter_4[4]$_SDFFE_PP0P_ | 1.98 | counter4[2]$_SDFFE_PP0P_
CTS | 5 | press_counter_4[3]$_SDFFE_PP0P_ | 2.19 | counter4[2]$_SDFFE_PP0P_
## power groups by stage
stage | registers, mW | clock network [mW] | logic [mW]
after CTS | 1.20 | 1.44 | 0.0627
after global routing | 1.20 | 1.50 | 0.0697
final | 1.20 | 1.42 | 0.0622
## cell type report
cell class / instances / area [um2] / share of cell area
Multi-Input combinational cell: 728 / 4630 / 0.529
Sequential cell: 144 / 2880 / 0.329
Clock buffer: 23 / 488 / 0.0557
Tap cell: 211 / 264 / 0.0302
Timing Repair Buffer: 28 / 248 / 0.0283
Inverter: 24 / 90.1 / 0.0103
Clock inverter: 9 / 154 / 0.0176
## per-stage QoR
stage / cell area [um2] / instances / setup WS [ns]
CTS: 8760 / 1167 / 2.19
floorplan: 7870 / 954 / 2.41
detailed placement: 8110 / 1135 / 1.92
finish: 8760 / 1167 / 2.19
global placement: 8110 / 1135 / 1.99
global route: 8760 / 1167 / 1.98
## placed cells by master, fill, tap and decap left out, types with 5 or more instances in the layout
cell / n
nor4b_1: 8
o31ai_1: 29
mux2i_1: 21
a211oi_1: 18
nand2_1: 60
dfxtp_1: 144
o211ai_1: 6
nor2b_1: 5
a2111oi_0: 6
and3_1: 27
or4_1: 39
and2_1: 8
or3_1: 35
nor2_1: 79
or4b_2: 5
nand4_1: 43
ha_1: 16
xnor2_1: 34
clkbuf_16: 17
nand3_1: 51
a21oi_1: 68
xor2_1: 15
inv_1: 24
clkdlybuf4s50_1: 16
and4_1: 15
nor3_1: 17
a311oi_1: 6
buf_4: 11
a31oi_1: 10
o21ai_0: 47
nor4_1: 13
## per-layer routing
metal | part of all wire | track usage | wire length, um | vias up
met5 | 0 | 0 | 0 | -
met4 | 0.0081 | 0.0196 | 142 | 0
met3 | 0.050 | 0.0422 | 875 | 12
met2 | 0.42 | 0.335 | 7340 | 160
met1 | 0.52 | 0.388 | 9080 | 3241
li1 | - | - | - | 3590
## Yosys cell counts, types with 3 or more instances
master and number:
a2111oi_0 6, a211oi_1 18, a21oi_1 68, a311oi_1 6
a31oi_1 10, and2_1 8, and3_1 27, and4_1 15
buf_1 4, buf_2 7, clkbuf_1 41, clkbuf_8 4
dfxtp_1 144, ha_1 16, inv_1 24, mux2_2 4
mux2i_1 21, nand2_1 60, nand2b_1 4, nand3_1 51
nand3b_1 3, nand4_1 43, nand4b_1 4, nor2_1 79
nor2b_1 5, nor3_1 18, nor4_1 14, nor4b_1 8
nor4bb_1 4, o2111ai_1 4, o211ai_1 6, o21ai_0 47
o311ai_0 4, o31ai_1 29, or3_1 35, or4_1 39
or4b_2 5, xnor2_1 34, xor2_1 15
## tightest hold or removal path, cell delays in order, from the launching register on
cell	delay [ns]
dfxtp_1	0.31
o31ai_1	0.06
a21oi_1	0.06
## logic make-up after synthesis
kind of cell / after synthesis / share of synthesized area
xor+xnor: 49 / 0.0545
flops: 144 / 0.366
mux: 25 / 0.0324
buf+inv: 82 / 0.0472
simple gates: 432 / 0.312
fa+ha+maj: 16 / 0.0254
compound gates: 206 / 0.163
Power figures rest on the tool's default switching activity, not on a simulated workload.
